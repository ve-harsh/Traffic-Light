**./config.mk**
```make
export PLATFORM = sky130hd
export DESIGN_NAME = traffic_light
export DESIGN_NICKNAME = traffic_light
export VERILOG_FILES = /design/flow/design.v
export SDC_FILE = /design/flow/constraint.sdc
export NUM_CORES = 4
export LEC_CHECK = 1
export CORE_UTILIZATION = 40
```
**./constraint.sdc**
```tcl
current_design traffic_light

set clk_period 4.2
set clk_io_pct 0.2

create_clock -name clk0 -period $clk_period [get_ports {clk}]

set non_clock_inputs [all_inputs -no_clocks]
set_input_delay [expr $clk_period * $clk_io_pct] -clock clk0 $non_clock_inputs
set_output_delay [expr $clk_period * $clk_io_pct] -clock clk0 [all_outputs]
```
**./design.v**
```verilog
module traffic_light(
    input C,
    input clk,  
    input rst_n, 
    output reg [2:0] light_highway,  
    output reg [2:0] light_farm
);
    parameter HGRE_FRED=2'b00;
    parameter HYEL_FRED = 2'b01; 
    parameter HRED_FGRE=2'b10; 
    parameter HRED_FYEL=2'b11;
    reg [1:0] state, next_State;
    reg[31:0] counter;
    localparam YEL_HOLD = 4'd3;  
    localparam RED_HOLD = 4'd10; 
    always @(posedge clk or negedge rst_n) begin
        if(!rst_n)
            begin
                state<=HGRE_FRED;
                counter<=0;
            end
        else 
            begin
                state<=next_State;
                if(state!=next_State) counter<=0;
                else counter<=counter+1;
            end
    end
    always @(*) begin
        next_State = state;
        case(state)
            HGRE_FRED:
                begin
                    if(C) next_State = HYEL_FRED;
                end
            HYEL_FRED:
                begin
                    if(counter >= YEL_HOLD) next_State=HRED_FGRE;
                end
            HRED_FGRE:
                begin
                    if(counter >= RED_HOLD) next_State = HRED_FYEL;
                end
            HRED_FYEL:
                begin
                    if (C) next_State = HRED_FGRE;
                    else if (counter >= YEL_HOLD)
                        next_State = HGRE_FRED;
                end
        endcase
    end
    always @(*) begin
        case(state)
            HGRE_FRED:  
                begin
                    light_highway = 3'b001;
                    light_farm = 3'b100;
                end
            HYEL_FRED:  
                begin
                    light_highway = 3'b010;
                    light_farm = 3'b100;
                end
            HRED_FGRE:  
                begin
                    light_highway= 3'b100;
                    light_farm= 3'b001;
                end
            HRED_FYEL:  
                begin
                    light_highway=3'b100;
                    light_farm=3'b010;
                end
            default:  
                begin
                    light_highway=3'b001;
                    light_farm = 3'b100;
                end
        endcase
    end
endmodule
```
**./run.sh**
```bash
#!/bin/bash
# OpenROAD 26Q1-2900-gdf79404cd8, Yosys 0.63+post, stock flow scripts
make -C /OpenROAD-flow-scripts/flow DESIGN_CONFIG=/design/flow/config.mk WORK_HOME=/design/flow/orfs finish
```
==> COMMIT_EDITMSG <==
Record implementation results from latest flow run

- The run finished with clean final reports.
- After filler insertion, the fill cell instance count of the layout stands at roughly 450.
* Post-CTS sizing: 0
- After synthesis, the design contains just under 200 cells according to Yosys.
* Pins over their slew limit: 0
* Setup Total Neg Slack: 0 ps
- The number of antenna violations at the first check in global routing is 0.
- Total power normalized to cell area comes to between 400 and 500 nW/µm².
- Final period demand of the worst path: 2290 ps
- Core Box Area: 4720 µm²
- Maximum fanout encountered on the critical timing path: 7
* DRT Wirelength: 3.44 mm
- TritonCTS clock tree: done
- The script extracted a total leakage power of just over 0.8 nW.
- Summing every instance area after synthesis gives 1970 µm².
- Counting the warning lines in the Yosys log gives 1.
- Cell at the root of the clock tree: clkbuf_8
- Worst path required time: 3360 ps
* Max Buffers Root-to-Sink: 2
- The routed design ends up with an antenna cell count of 0.
- Global routing used between 15 and 20% of the available tracks across all layers.
- Post-synth area hogs: dfrtp_1, xnor2_1, nor2_2, xor2_1, nand2_1
- The synthesized design spends more area on one cell type than any other, namely dfrtp_1.
- Top cell type's share of synthesized area: 43.3%
- Post-layout utilization of the core: between 40% and 50%
* Met1 wire length: 1.79 mm
- The detailed router used layers up to and including met4.
- Of the synthesized area, sequential elements account for 43.3%.
- Clock latency on the worst-skew pair: 280 ps
- The multi-input combinational cells in the finished layout cover a total of 1040 µm².
- Vert. Die Dim: 72.1 µm
* Clock input transition at the sequential cells of the worst setup and hold paths: approximately 60 ps
- Per the synth stats, the proportion of register bits with asynchronous set or reset is 100%.
- In this run the post-CTS setup repair buffer count came out at 0.
- Headroom to the max-slew limit: 65.5%
- The script reports the combined buffer and inverter count of the critical path as 1.
* Upper clock frequency limit: 437 MHz
* Fraction of layout instances using a drive strength above 1: ~22%
- The OpenROAD report gives the critical path a data arrival time of 1450 ps.
* Io pins: 9
- Maximum number of pins on one net before global-route repair: 35
- Most frequently used flop master after synthesis: dfrtp_1
* Total congestion overflow after global routing: 0
* Via count of the first global-routing pass: 1297
* Met3 wire len: 113 µm
- Period Utilization, post-route: 54.5%
- Horizontal die dimension: 72.1 µm
- STA classifies the critical path endpoint as an output port.
- Area growth, synth to finish: 10.1%
- Post-synth EDFFs: 0
* Family of cells with the greatest summed delay on the critical path: flip-flops
- The stat command in Yosys gives a chip area of 1970 µm².
- The wire-length estimate of the detail-placed layout is 2.34 mm.
* Cts-stage hold buffer count: 0
* Drc violations: 0
* Peak VDD IR: 0.337 mV
- Counting flops and latches in the post-synthesis netlist gives 34.
* GP Congestion: 0.818
- Summed over all nets, wire length on met2 after detailed routing comes to roughly 1.5 mm.
- PortBufs: 8
- Footprint of the flip-flops and latches: 851 µm²
* Hold/Removal Path Class: flip-flop to flip-flop
* Number of warnings the tools reported: 26
* Inserted Clock Buffers: 5
- Number of max-cap violations: 0
- Clock skew on the completed layout was measured at 4.36 ps.
- The synthesized instance count is 198.
- Mean cell area of the mapped netlist: 9.93 µm²
* First-pass GRT wire length: 6.21 mm
- Slowest-stage cell, CP: dfrtp_1
- Core Density at Floorplan: between 40% and 50%
- Using the TritonRoute via totals, the vias-per-cell ratio works out to around 4.9.
- Critical path type: flip-flop to output port
- For the pin with the worst max-slew slack, the measured transition is 518 ps.
- Final hold viol count: 0
* Kind of launch point of the worst setup path: flip-flop
- The gate-level netlist out of Yosys references 31 unique cell types.
- Setup repair after global routing missed its margin: no
- The first routing iteration left 37 violations.
- Number of setup violations in the final report: 0
* Routed length per placed instance: 12.5 µm
- The H-tree was split into 2 levels.
- For reference, the critical path cell chain is and2_1, clkdlybuf4s50_1.
* Total number of vias: 1354
- Number of clock sinks seen by CTS: 34
- Largest stage delay on the critical path: 520 ps
- According to the floorplan log, the row count is 25.
* Detailed-router iteration count before antenna repair: 4
* Remaining number of nets flagged by the antenna check after routing: 0
- Per the OpenROAD floorplan log, the area of the die is 5200 µm².
-- power by group --
group	internal, W	switching [W]	leakage (nW)
combinational	0.000119	0.000183	0.318
clock	0.000114	0.000107	0.0383
sequential	0.000351	0.0000393	0.466
-- final timing paths --
kind | slack [ps] | depth (start not counted) | start | end
setup / recovery | 1910 | 2 | state[0] | light_farm[1]
hold / removal | 500 | 1 | counter[0] | counter[0]
setup reg to reg | 2090 | 6 | counter[9] | counter[3]
hold reg to reg | 500 | 1 | counter[0] | counter[0]
max in group asynchronous | 2930 | 2 | rst_n | counter[20]
min in group asynchronous | 970 | 2 | rst_n | state[1]
-- cell usage after synthesis, types with 2 or more instances --
cell	n
nor3_1	10
nor4_2	4
dfrtp_1	34
ha_1	2
nor4_1	7
clkbuf_1	2
nand4_1	7
xnor2_1	23
and4_1	5
nor2_2	29
nand3_1	11
and3_1	3
nor2_1	13
nand2_1	15
a21oi_1	2
xor2_1	7
inv_1	6
buf_6	4
and2_1	2
-- through the flow --
step / total power (W) / hold WS, ps / std cells / worst slack [ps] / instance area (µm²)
3_3_place_gp: 0.000704 / 497 / 268 / 1740 / 2090
3_5_place_dp: 0.000707 / 501 / 268 / 1720 / 2090
6_report: 0.000914 / 504 / 275 / 1910 / 2160
5_1_grt: 0.000979 / 558 / 275 / 1820 / 2160
4_1_cts: 0.000934 / 512 / 275 / 1890 / 2160
2_1_floorplan: 0.000642 / 464 / 198 / 2380 / 1970
-- flip-flops by register name (all words and copies together) (netlist names) --
signal and flops:
counter 32, state 2
-- per-layer routing --
layer	GRT usage, %	vias to the layer above
met5	0	-
met1	25.9	638
met4	1.74	0
li1	-	696
met3	2.96	4
met2	22.4	16
-- logic make-up (layout without fill, tap and decap cells) --
logic type                 count (synthesis)  count (layout)  share of synthesized area, %
DFF                                       34              34                          43.3
xor gates and xnor gates                  30              30                          13.4
adders and majority gates                  2               2                          1.27
AOI/OAI and AO/OA                          7               7                          4.01
buffers and inverters                     13              23                          4.07
and+or+nand+nor                          112             112                          34.0
-- cell type report --
cell class                      instances  area share, %
Timing Repair Buffer                   10           4.39
Sequential cell                        34           39.3
Clock buffer                            7           3.53
Inverter                                6           1.04
Tap cell                               67           3.87
Multi-Input combinational cell        151           47.9
-- layout by cell type, fill, tap and decap left out --
cell type and n:
nor4_4 1, o21ai_0 1, nor3_1 10, nand2_1 15
and3_2 1, inv_1 6, nor2_1 13, nor4_2 4
nand4_1 7, ha_1 2, clkbuf_1 2, clkbuf_8 5
o31ai_1 1, o31a_1 1, nor2_2 29, and4_1 5
a21oi_1 2, dfrtp_1 34, nor2b_1 1, nor2_4 1
xor2_1 7, nand3_1 11, o31ai_4 1, buf_4 2
clkdlybuf4s50_1 8, o311ai_4 1, nor4_1 7, xnor2_1 23
and2_1 2, nand4_2 1, or3_1 1, and3_1 3
-- worst reg2reg max path, cell delays in order, from the launching register on --
cell,delay [ps]
dfrtp_1,480
nor4_2,310
nand4_2,230
o31ai_4,390
o311ai_4,140
buf_4,310
nor2_2,180
No activity file was given, so power comes from the tool's default toggle rates.
